===== flow/run.sh =====
#!/bin/bash
# OpenROAD 26Q1-2900-gdf79404cd8, Yosys 0.63+post, stock flow scripts
make -C /OpenROAD-flow-scripts/flow DESIGN_CONFIG=/design/flow/config.mk WORK_HOME=/design/flow/orfs finish

===== flow/config.mk =====
export PLATFORM = sky130hd
export DESIGN_NAME = mult4x4
export DESIGN_NICKNAME = mult4x4
export VERILOG_FILES = /design/flow/design.v
export SDC_FILE = /design/flow/constraint.sdc
export NUM_CORES = 4
export LEC_CHECK = 1
export CORE_AREA = 10 10 72 72
export DIE_AREA = 0 0 82 82

===== flow/constraint.sdc =====
current_design mult4x4

set clk_period 5.9
set clk_io_pct 0.2

create_clock -name clk0 -period $clk_period

set non_clock_inputs [all_inputs -no_clocks]
set_input_delay [expr $clk_period * $clk_io_pct] -clock clk0 $non_clock_inputs
set_output_delay [expr $clk_period * $clk_io_pct] -clock clk0 [all_outputs]

===== flow/design.v =====
module mult4x4(a, b, product);
input [3:0] a, b;
output [7:0] product;
wire [3:0] a, b;
wire [7:0] product;
assign product = a * b;
endmodule

==> Slide: Implementation Results <==
Flow Results at a Glance

Placed design
  • Number of buffers inserted by port buffering: 16
  • Total half-perimeter wirelength after legalization and detailed placement: about 990 um
  • Routability congestion estimate: approximately 0.77
  • Instance area at placement: roughly 670 um^2

Synth
  • Post-synthesis instance area: about 450 um^2
  • Portion of the post-synthesis area used by sequential elements: 0
  • Average cell area after synthesis: roughly 9 um^2
  • Number of cells produced by synthesis: just over 50
  • # Cells Yosys: just over 50
  • Total cell area reported by yosys after synthesis: between 400 and 500 um^2
  • Cell variety after synth: 17
  • Yosys warning count: 0

Global routing
  • Fraction of met3 tracks used by global routing: 0.003304
  • Vias in the first global route: just over 400
  • GRT Overall Usage: 0.02820
  • Routing usage on met1: 0.02941
  • Number of antenna violations at the first check in global routing: 0
  • Most Used Layer, Global Route: met2
  • Global-route wire length before repair: 1642 um
  • Met2 Track Usage GR: 0.06034
  • Largest net degree at the start of global routing: 6
  • Grt total ovfl: 0

Pwr
  • LEAKAGE: approximately 0.31 nW
  • Pwr/cell area: 95.13 nW/um^2
  • VDD IR-drop max: between 0.00002 and 0.000025 V

Clock network
  • Count of hold buffers inserted by post-cts repair: 0
  • Number of post-CTS setup repair buffers: 0
  • Post-CTS resize count: 0

Worst setup path
  • Crit path largest cell delay: around 0.54 ns
  • Max FO, Critical Path: 4
  • Critical path's top delay family: adder cells
  • Critical Setup Path Class: input pin to output port
  • Worst endpoint required time: between 4 and 5 ns
  • Buf+Inv Stages, Crit Path: 3
  • CP Cell Sequence: clkdlybuf4s50_1, nand2_1, fa_1, inv_1, fa_1, ha_1, a211oi_1, or4b_1, o2111ai_1, clkdlybuf4s50_1
  • Arrival @ worst endpoint: ~4.4 ns
  • Type of destination of the critical path: output port
  • Cell at the slowest stage of the critical path: sky130_fd_sc_hd__fa_1
  • Startpoint type of the worst setup path: input pin

Final layout
  • Area of all placed cells without fillers: between 600 and 700 um^2
  • Tally of clock buffers in the finished layout: 0
  • P&R area growth vs syn: 49.30%
  • Share of final-layout standard cells stronger than drive strength 1: 0.01493
  • Number of sequential storage elements: 0
  • Register area: 0 um^2

Route
  • Wire length per cell after detailed routing: a little under 9 um
  • First-pass iteration count of the detailed router: 2
  • Count of antenna-violating nets left after detailed routing: 0
  • First DRT Iteration DRCs: 13
  • Number of vias after detailed routing: between 400 and 500
  • Antenna fix cells: 0
  • Number of vias per cell: 3.522
  • Wirelength, routed: about 1000 um
  • Number of design rule violations left after detail routing: 0

Run
  • OpenROAD warning count: 32
  • Reported max-cap violation count: 0

Floorplanning
  • Num rows: 22
  • Fp_density: 0.1211
  • I/O pins: 16
  • Area of the core: between 3000 and 4000 um^2
  • Die boundary height: approximately 82 um
  • Die width: roughly 82 um
  • Overall die area: between 6000 and 7000 um^2

Timing
  • Setup violations, final: 0
  • Final count of pins violating max slew: 0
  • Worst relative slew slack: 0.7887
  • Slew of the pin with the lowest slew margin: 0.3151 ns
  • Crit share post-route: 0.9483
  • Unrepaired setup endpoints after global routing: false
  • TNS Setup: 0 ns
  • F_max: about 180 MHz
  • Tmin final: 5.595 ns
  • Final tally of hold violations: 0

Run status
  • Status: finished clean

Min path
  • Worst min-delay path class: input pin to output port
[cell type report]
| type | count | area, um^2 |
|---|---|---|
| tap | 48 | 60.06 |
| inverter | 3 | 11.26 |
| fill | 410 | 3022 |
| timing repair buffer | 16 | 160.2 |
| multi-input combinational | 48 | 435.4 |
[cell usage after synthesis]
master                      instances  share of area
sky130_fd_sc_hd__a211oi_1           1          0.017
sky130_fd_sc_hd__inv_1              3          0.025
sky130_fd_sc_hd__and2_1            13           0.18
sky130_fd_sc_hd__and3b_1            1          0.020
sky130_fd_sc_hd__fa_1               4           0.18
sky130_fd_sc_hd__a21oi_1            3          0.034
sky130_fd_sc_hd__o21ai_1            1          0.011
sky130_fd_sc_hd__o211ai_1           1          0.017
sky130_fd_sc_hd__or4b_1             1          0.022
sky130_fd_sc_hd__nand2_1            3          0.025
sky130_fd_sc_hd__o2111ai_1          1          0.020
sky130_fd_sc_hd__ha_1              12           0.34
sky130_fd_sc_hd__xor2_1             1          0.020
sky130_fd_sc_hd__a21o_1             1          0.017
sky130_fd_sc_hd__a21o_2             1          0.020
sky130_fd_sc_hd__xnor2_1            2          0.039
sky130_fd_sc_hd__nor2_1             2          0.017
[power breakdown]
group / internal (mW) / switching, mW / total [mW]
clock: 0 / 0 / 0
combinational: 0.0398 / 0.0236 / 0.0634
sequential: 0 / 0 / 0
total: 0.0398 / 0.0236 / 0.0634
[path summary, 6_finish.rpt]
| check | end | startpoint | depth (start not counted) | slack [ns] |
|---|---|---|---|---|
| min | product[0] | a[0] | 3 | 3.36 |
| max | product[7] | a[0] | 10 | 0.31 |
[per-layer routing]
metal | up-vias | wire [um] | part of all wire
li1 | 212 | - | -
met1 | 189 | 348 | 0.34
met2 | 4 | 618 | 0.60
met3 | 0 | 57 | 0.056
met4 | 0 | 0 | 0
met5 | - | 0 | 0
[cell families (layout without fill, tap and decap cells)]
kind of cell               Yosys count  in the layout  share of synthesized area
and+or+nand+nor                     20             20                     0.2661
xor gates and xnor gates             3              3                    0.05883
AOI/OAI and AO/OA                    9              9                     0.1345
buffers and inverters                3             19                    0.02521
adders and majority gates           16             16                     0.5154
[cell usage in the layout, fill, tap and decap left out, drive strengths merged, types with 2 or more instances in the layout]
master	count
inv	3
and2	13
nand2	3
a21oi	3
nor2	2
xnor2	2
clkdlybuf4s50	16
fa	4
a21o	2
ha	12
[per-stage QoR]
step           hold WS (ns)  total power, mW  instances    util  setup slack [ns]
2_1_floorplan         2.432          0.02945         51       -             1.443
3_3_place_gp          3.371          0.06422        115  0.1808            0.2943
3_5_place_dp          3.375          0.06503        115  0.1808            0.2729
4_1_cts               3.377          0.06577        115  0.1808            0.2655
5_1_grt               3.403          0.07251        115  0.1808            0.1446
6_report              3.365          0.06344        115  0.1808            0.3052
Power is estimated from default activity; no workload was simulated.
