[/design/flow/config.mk]
export PLATFORM = sky130hd
export DESIGN_NAME = adder
export DESIGN_NICKNAME = adder
export VERILOG_FILES = /design/flow/design.v
export SDC_FILE = /design/flow/constraint.sdc
export NUM_CORES = 4
export LEC_CHECK = 1
export CORE_AREA = 10 10 70 70
export DIE_AREA = 0 0 80 80
[/design/flow/constraint.sdc]
current_design adder

set clk_period 7.9
set clk_io_pct 0.2

create_clock -name clk0 -period $clk_period

set non_clock_inputs [all_inputs -no_clocks]
set_input_delay [expr $clk_period * $clk_io_pct] -clock clk0 $non_clock_inputs
set_output_delay [expr $clk_period * $clk_io_pct] -clock clk0 [all_outputs]
[/design/flow/design.v]
module adder(a, b, sum);
input [15:0] a, b;
output [15:0] sum;
wire [15:0] a, b, sum;
assign sum = a + b;
endmodule
[/design/flow/run.sh]
#!/bin/bash
# OpenROAD 26Q1-2900-gdf79404cd8, Yosys 0.63+post, stock flow scripts
make -C /OpenROAD-flow-scripts/flow DESIGN_CONFIG=/design/flow/config.mk WORK_HOME=/design/flow/orfs finish
==> ci_impl_report.md <==
### Yosys + OpenROAD results

| Metric | Value |
|---|---|
| Status | `finished, final reports clean` |
| Slew headroom | `0.717` |
| CP Launch Type | `input port` |
| Routed len/inst | `around 13 microns` |
| Final Max Tran Viols | `0` |
| Critical path data arrival time | `roughly 4200 ps` |
| Hold path depth | `3` |
| Fmax | `between 150 and 200 MHz` |
| Leak pwr | `about 0.5 nW` |
| Crit path kind | `in2out` |
| Count of final setup violators | `0` |
| Gr ovfl total | `0` |
| Total core area | `around 3400 sq um` |
| Worst-path cell with the longest stage delay | `clkdlybuf4s50_1` |
| # fillers | `356` |
| WP buf/inv | `2` |
| Routed Antenna Nets | `0` |
| Synth Seq Share | `0` |
| Seq cells | `0` |
| # clk buffers | `0` |
| Port Buffers | `48` |
| Ports | `around 48` |
| Post-synth top area cell | `ha_1` |
| Maxcap violations | `0` |
| Hold Crit Class | `in2out` |
| Placed Area | `~1300 sq um` |
| Gate count after technology mapping | `roughly 98` |
| Avg Inst Size Synth | `7.39 sq um` |
| Die width | `80 microns` |
| RSZ-0062 raised after global routing | `no` |
| Max incr delay on CP | `490 ps` |
| Tool Warnings | `32` |
| Tot GR Track Use | `0.0754` |
| PnR worst setup slack | `2080 ps` |
| DRC Markers | `0` |
| Worst IR Drop VDD | `0.0223 mV` |
| Main area contributors | `ha_1 26%, xnor2_1 12%, a21oi_1 12%` |
| Antenna violations before repair | `0` |
| Routed vias | `approximately 880` |
| Period utilisation layout | `0.737` |
| Critical Path End Type | `output port` |
| Most numerous logic cells after layout | `48 x clkdlybuf4s50_1, 17 x a21oi_1, 15 x ha_1` |
| Routed wire length | `between 2 and 2.5 mm` |
| Most frequent CP cell | `clkdlybuf4s50_1` |
| CTS resizes | `0` |
| Area share of the largest cell type after synthesis | `0.259` |
| Flop area | `0 sq um` |
| First-pass GRT wire length | `a little over 4 mm` |
| Layout area overhead | `74.3%` |
| Yosys warnings | `0` |
| Yosys chip area | `724 sq um` |
| Post-route design area | `1260 sq um` |
| Starting DRT DRC Count | `30` |
| Cell Type Count | `27` |
| Post-CTS setup buffers | `0` |
| GP Congestion | `0.850` |
| Pin count of the biggest net entering global routing | `7` |
| Fp_density | `0.212` |
| Most instantiated logic cell after routing | `clkdlybuf4s50_1` |
| Logic area | `~710 sq um` |
| Critical path's top delay family | `buffers and inverters` |
| Antenna cells | `0` |
| # Cells Yosys | `between 90 and 100` |
| Final core utilization | `0.370` |
| Total iterations of the first detailed-routing run | `6` |
| Critical-path cell list | `clkdlybuf4s50_1, ha_1, fa_1, a21o_2, a311oi_2, nor3_1, o41ai_2, xnor2_1, clkdlybuf4s50_1` |
| PD cells | `~84 nW/um^2` |
| Hold Vio Cnt, Final | `0` |
| Number of global-route vias before repair | `933` |
| Detailed Place HPWL | `about 2.2 mm` |
| Total die area | `6400 sq um` |
| Worst-path maximum fanout | `3` |
| Pre-CTS WS | `2050 ps` |
| Worst-margin pin slew | `about 420 ps` |
| Vias/cell | `around 4.6` |
| Mapped cell area | `a little over 700 sq um` |
| Rows | `21` |
| DIE HEIGHT | `roughly 80 microns` |
| Ratio of cells with drive above 1 in the final layout | `0.0274` |
| Minimum clock period | `a little under 6000 ps` |
| Stages on worst setup path | `9` |
| Hold buffers post-CTS | `0` |
| Fin Setup TNS | `0 ps` |
| WP data required | `6320 ps` |
==> Yosys cell counts <==
master,instances
nor3b_1,1
o211ai_1,3
a21o_2,1
nor3_1,3
and3_1,1
xor2_1,5
xnor2_1,10
a21o_1,2
a211o_1,1
a311oi_2,1
mux2i_1,1
a211oi_1,1
nand2_1,9
o21ai_0,8
or2_2,1
ha_1,15
nor2b_1,2
fa_1,1
o21bai_1,2
o22ai_1,1
o41ai_2,1
a31oi_1,1
inv_1,3
nand3_1,4
nor2_1,2
a21oi_1,17
a311oi_1,1
==> metal layers <==
layer  vias up  global-route usage  share of wire
li1        468                   -              -
met1       386               0.105           0.48
met2        29               0.124           0.45
met3         0              0.0148          0.076
met4         0                   0              0
met5         -                   0              0
==> final cells by class <==
type / count / share of cell area
Timing Repair Buffer: 48 / 0.381
Inverter: 3 / 0.00892
Tap cell: 46 / 0.0456
Multi-Input combinational cell: 95 / 0.565
==> metrics by stage <==
stage | hold WS (ps) | total power, W | std cells
2_1_floorplan | 3230 | 0.0000475 | 98
3_3_place_gp | 4200 | 0.000108 | 192
3_5_place_dp | 4190 | 0.000108 | 192
4_1_cts | 4200 | 0.000109 | 192
5_1_grt | 4250 | 0.000120 | 192
6_report | 4190 | 0.000106 | 192
==> path summary, 6_finish.rpt <==
kind  start       to  slack, ps
max    a[0]  sum[12]       2080
min    b[0]   sum[0]       4190
==> power by group <==
group,switching (W),leakage (nW),internal (W)
Sequential,0,0,0
Clock,0,0,0
Combinational,0.0000388,0.501,0.0000675
==> kinds of logic (layout without fill, tap and decap cells) <==
family,after synthesis,after routing,synth area share
multiplexers,1,1,0.0138
XOR/XNOR,15,15,0.181
AND/OR/NAND/NOR,23,23,0.150
buffers and inverters,3,51,0.0155
adder cells (fa/ha/maj),16,16,0.287
AND-OR/OR-AND,40,40,0.352
Power is estimated from default activity; no workload was simulated.
